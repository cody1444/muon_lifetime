==> /design/flow/design.v <==
module binary_to_bcd (
    input [15:0] binary,   
    output reg [15:0] bcd  
);
    integer i;
    reg [31:0] shift_reg;  
    always @(*) begin
        shift_reg = {16'd0, binary};  
        for (i = 0; i < 16; i = i + 1) begin
            if (shift_reg[19:16] >= 5) shift_reg[19:16] = shift_reg[19:16] + 3;
            if (shift_reg[23:20] >= 5) shift_reg[23:20] = shift_reg[23:20] + 3;
            if (shift_reg[27:24] >= 5) shift_reg[27:24] = shift_reg[27:24] + 3;
            if (shift_reg[31:28] >= 5) shift_reg[31:28] = shift_reg[31:28] + 3;
            shift_reg = shift_reg << 1;
        end
        bcd = shift_reg[31:16];  
    end
endmodule
module button_counter (
    input clk,         
    input reset,       
    input button,      
    input enable,      
    output reg [15:0] digits = 16'h0000  
);
    reg button_state = 0, button_prev = 0;   
    always @(posedge clk) begin
        if (reset) begin
            digits <= 16'h0000;   
            button_prev <= 0;
            button_state <= 0;
        end else if (enable) begin
            button_prev <= button_state;
            button_state <= button;
            if (button_prev == 0 && button_state == 1) begin
                if (digits[3:0] < 4'd9) begin
                    digits[3:0] <= digits[3:0] + 1;  
                end else begin
                    digits[3:0] <= 4'd0;  
                    if (digits[7:4] < 4'd9) begin
                        digits[7:4] <= digits[7:4] + 1;  
                    end else begin
                        digits[7:4] <= 4'd0;  
                        if (digits[11:8] < 4'd9) begin
                            digits[11:8] <= digits[11:8] + 1;  
                        end else begin
                            digits[11:8] <= 4'd0;  
                            if (digits[15:12] < 4'd9) begin
                                digits[15:12] <= digits[15:12] + 1;  
                            end else begin
                                digits[15:12] <= 4'd0;  
                            end
                        end
                    end
                end
            end
        end
    end
endmodule
module coincidence_detector (
    input clk,
    input button_A,   
    input button_B,   
    output wire coincidence_detected
);
    reg coincidence =0;
    rising_edge_detector coincidence_edge (
        .clk(clk),
        .signal_in(coincidence),
        .pulse_out(coincidence_detected)
    );
    always @(posedge clk) begin
        coincidence <= button_A & button_B;  
    end
endmodule
module coincidence_system #(
    parameter SUSPEND_CYCLES = 660
)(
    input clk,            
    input button_A,       
    input button_B,       
    output wire coincidence_detected,  
    output wire enable_A,  
    output wire enable_B   
);
    coincidence_detector coincidence_inst (
        .clk(clk),
        .button_A(button_A),
        .button_B(button_B),
        .coincidence_detected(coincidence_detected)
    );
    suspension_control #(.SUSPEND_CYCLES(SUSPEND_CYCLES)
    ) suspension_inst (
        .clk(clk),
        .coincidence_detected(coincidence_detected),
        .enable_A_out(enable_A),
        .enable_B_out(enable_B)
    );
endmodule
module debounce(
    input clock, 
    input reset,
    input enable,
    input [4:0] button, 
    output reg [4:0] out
);
reg [18:0] cnt0=0, cnt1=0, cnt2=0, cnt3=0, cnt4=0;
reg [4:0] IV = 0;
parameter dbTime = 10;
always @ (posedge(clock))begin
    if(reset==1)begin
        cnt0<=0;
        cnt1<=0;
        cnt2<=0;
        cnt3<=0;
        cnt4<=0;
        out<=0;
    end
    else if(enable) begin
        if(button[0]==IV[0]) begin 
            if (cnt0==dbTime) begin
                out[0]<=IV[0];
                end
            else begin
                cnt0<=cnt0+1;
                end
        end
        else begin
            cnt0<=0;
            IV[0]<=button[0];
            end
        if(button[1]==IV[1]) begin 
            if (cnt1==dbTime) begin
                out[1]<=IV[1];
            end
            else begin
                cnt1<=cnt1+1;
            end
        end
        else begin
            cnt1<=0;
            IV[1]<=button[1];
        end
        if(button[2]==IV[2]) begin 
            if (cnt2==dbTime) begin
                out[2]<=IV[2];
            end
            else begin
                cnt2<=cnt2+1;
            end
        end
        else begin
            cnt2<=0;
            IV[2]<=button[2];
        end
        if(button[3]==IV[3]) begin 
            if (cnt3==dbTime) begin
                out[3]<=IV[3];
            end
            else begin
                cnt3<=cnt3+1;
            end
        end
        else begin
            cnt3<=0;
            IV[3]<=button[3];
        end
        if(button[4]==IV[4]) begin 
            if (cnt4==dbTime) begin
                out[4]<=IV[4];
                end
            else begin
                cnt4<=cnt4+1;
                end
        end
        else begin
            cnt4<=0;
            IV[4]<=button[4];
            end
        end else begin
            out <= button;
        end
end
endmodule
module digit_extractor (
    input [15:0] digits_A,   
    input [15:0] digits_B,   
    input [2:0] digit_index,  
    output reg [3:0] extracted_digit  
);
    always @(*) begin
        if (digit_index < 4) begin
            case (digit_index)
                3'd0: extracted_digit = digits_A[3:0];  
                3'd1: extracted_digit = digits_A[7:4];
                3'd2: extracted_digit = digits_A[11:8];
                3'd3: extracted_digit = digits_A[15:12];
            endcase
        end else begin
            case (digit_index - 4)   
                3'd0: extracted_digit = digits_B[3:0];  
                3'd1: extracted_digit = digits_B[7:4];
                3'd2: extracted_digit = digits_B[11:8];
                3'd3: extracted_digit = digits_B[15:12];
            endcase
        end
    end
endmodule
module display_mode_selector (
    input clk,
    input sw_left,    
    input sw_right,    
    input [15:0] digits_A,   
    input [15:0] digits_B,   
    input [15:0] digits_C,   
    input [15:0] digits_D,   
    output [6:0] segments,   
    output [7:0] anodes      
);
    wire [1:0] mode;   
    wire [6:0] segments_mode_0, segments_mode_1, segments_mode_2;
    wire [7:0] anodes_mode_0, anodes_mode_1, anodes_mode_2;
    mode_select mode_ctrl (
        .sw_left(sw_left),
        .sw_right(sw_right),
        .mode(mode)
    );
    mode_mux mode_select_mux (
        .mode(mode),
        .segments_mode_0(segments_mode_0),
        .segments_mode_1(segments_mode_1),
        .segments_mode_2(segments_mode_2),
        .anodes_mode_0(anodes_mode_0),
        .anodes_mode_1(anodes_mode_1),
        .anodes_mode_2(anodes_mode_2),
        .segments(segments),
        .anodes(anodes)
    );
    dual_display_controller counter_display (
        .clk(clk),
        .digits_A(digits_A),
        .digits_B(digits_B),
        .segments(segments_mode_0),
        .anodes(anodes_mode_0)
    );
    dual_display_controller coincidences_display (
        .clk(clk),
        .digits_A(digits_C),    
        .digits_B(16'hFFFF),    
        .segments(segments_mode_1),
        .anodes(anodes_mode_1)
    );
    dual_display_controller tdc_display (
        .clk(clk),
        .digits_A(digits_D),    
        .digits_B(16'hFFFF),    
        .segments(segments_mode_2),
        .anodes(anodes_mode_2)
    );
endmodule
module display_mux (
    input clk_1kHz,        
    output reg [7:0] anodes,    
    output reg [2:0] current_digit  
);
    initial current_digit = 0;
    always @(posedge clk_1kHz) begin
        current_digit <= current_digit + 1;
    end
    always @(*) begin
        anodes = ~(8'b00000001 << current_digit);  
    end
endmodule
module dual_display_controller (
    input clk,
    input [15:0] digits_A,   
    input [15:0] digits_B,   
    output [6:0] segments,   
    output [7:0] anodes     
);
    wire [3:0] extracted_digit;
    wire [2:0] current_digit;  
    wire clk_1kHz;
    slow_clock slow_clk_inst (
        .clk(clk),
        .clk_1kHz(clk_1kHz)
    );
    display_mux disp_mux_inst (
        .clk_1kHz(clk_1kHz),
        .anodes(anodes),
        .current_digit(current_digit)
    );
    digit_extractor digit_extract_inst (
        .digits_A(digits_A),
        .digits_B(digits_B),
        .digit_index(current_digit),
        .extracted_digit(extracted_digit)
    );
    seven_segment_decoder decoder_inst (
        .digit(extracted_digit),
        .segments(segments)
    );
endmodule
module mode_mux (
    input [1:0] mode,    
    input [6:0] segments_mode_0, segments_mode_1, segments_mode_2,
    input [7:0] anodes_mode_0, anodes_mode_1, anodes_mode_2,
    output reg [6:0] segments,
    output reg [7:0] anodes
);
    always @(*) begin
        case (mode)
            2'b00: begin
                segments = segments_mode_0;
                anodes = anodes_mode_0;
            end
            2'b01: begin
                segments = segments_mode_1;
                anodes = anodes_mode_1;
            end
            2'b10: begin
                segments = segments_mode_2;
                anodes = anodes_mode_2;
            end
            2'b11: begin
                segments = 7'b1111111;   
                anodes = 8'b11111111;    
            end
            default: begin
                segments = segments_mode_0;
                anodes = anodes_mode_0;
            end
        endcase
    end
endmodule
module mode_select (
    input sw_left,    
    input sw_right,   
    output reg [1:0] mode   
);
    always @(*) begin
        case ({sw_left, sw_right})
            2'b00: mode = 2'b00;   
            2'b01: mode = 2'b01;   
            2'b10: mode = 2'b10;   
            2'b11: mode = 2'b11;   
            default: mode = 2'b00;  
        endcase
    end
endmodule
module rising_edge_detector (
    input clk,
    input signal_in,
    output reg pulse_out
);
    reg signal_prev = 0;
    always @(posedge clk) begin
        pulse_out <= (signal_in && !signal_prev);  
        signal_prev <= signal_in;  
    end
endmodule
module seven_segment_decoder (
	input [3:0] digit,
	output reg [6:0] segments
);
	initial segments = 7'b1111111;  
	always @(*) begin
		case (digit)
			4'd0: segments = 7'b0000001;
			4'd1: segments = 7'b1001111;
			4'd2: segments = 7'b0010010;
			4'd3: segments = 7'b0000110;
			4'd4: segments = 7'b1001100;
			4'd5: segments = 7'b0100100;
			4'd6: segments = 7'b0100000;
			4'd7: segments = 7'b0001111;
			4'd8: segments = 7'b0000000;
			4'd9: segments = 7'b0000100;
			default: segments = 7'b1111111;  
		endcase
	end
endmodule
module slow_clock (
    input clk,
    output reg clk_1kHz
);
    reg [16:0] counter = 0;
    initial begin
        clk_1kHz = 0;
    end
    always @(posedge clk) begin
        if (counter == 100) begin  
            counter <= 0;
            clk_1kHz = ~clk_1kHz;
        end else begin
            counter <= counter + 1;
        end
    end
endmodule
module suspension_control #(
    parameter SUSPEND_CYCLES = 500_000_000  
)(
    input clk,                    
    input coincidence_detected,    
    output reg enable_A_out,       
    output reg enable_B_out        
);
    reg [31:0] suspend_counter = 0;  
    reg suspend = 0;
    always @(posedge clk) begin
        if (coincidence_detected && !suspend) begin
            suspend <= 1;   
            suspend_counter <= SUSPEND_CYCLES;  
        end
        if (suspend) begin
            enable_A_out <= 0;  
            enable_B_out <= 0;  
            if (suspend_counter > 0) begin
                suspend_counter <= suspend_counter - 1;
            end else begin
                suspend <= 0;
                enable_A_out <= 1;  
                enable_B_out <= 1;  
            end
        end else begin
            enable_A_out <= 1;
            enable_B_out <= 1;
        end
    end
endmodule
module tdc_measurement #(
    parameter TIMEOUT_CYCLES = 230   
)(
    input clk,            
    input coincidence,    
    input button_C,       
    output wire [15:0] time_measurement  
);
    reg [15:0] bin_time_measurement = 16'h0000;
    reg [31:0] counter = 0;   
    reg measuring = 0;        
    wire button_C_pulse;       
    rising_edge_detector button_C_edge (
        .clk(clk),
        .signal_in(button_C),
        .pulse_out(button_C_pulse)
    );
    binary_to_bcd bcd_conversion (
        .binary(bin_time_measurement),
        .bcd(time_measurement)
    );
    always @(posedge clk) begin
        if (coincidence) begin
            measuring <= 1;   
            counter <= 0;
        end 
        if (measuring) begin
            if (button_C_pulse) begin
                bin_time_measurement <= counter[15:0];   
                measuring <= 0;   
            end 
            else if (counter >= TIMEOUT_CYCLES) begin
                bin_time_measurement <= TIMEOUT_CYCLES[15:0];   
                measuring <= 0;   
            end 
            else begin
                counter <= counter + 1;   
            end
        end
    end
endmodule
module top (
    input clk,              
    input [2:0] buttons,    
    input sw_left,          
    input sw_right,         
    output [6:0] segments,  
    output [7:0] anodes     
);
    wire [15:0] digits_A, digits_B, digits_C;  
    wire [15:0] digits_D;  
    top_core core_inst (
        .clk(clk),
        .buttons(buttons),
        .digits_A(digits_A),
        .digits_B(digits_B),
        .digits_C(digits_C),
        .digits_D(digits_D)
    );
    top_display display_inst (
        .clk(clk),
        .sw_left(sw_left),
        .sw_right(sw_right),
        .digits_A(digits_A),
        .digits_B(digits_B),
        .digits_C(digits_C),
        .digits_D(digits_D),
        .segments(segments),
        .anodes(anodes)
    );
endmodule
module top_core (
    input clk,             
    input [2:0] buttons,   
    output [15:0] digits_A,  
    output [15:0] digits_B,  
    output [15:0] digits_C,  
    output [15:0] digits_D   
);
    wire [4:0] debounced_buttons;   
    wire coincidence_detected;      
    wire enable_A, enable_B;        
    debounce debounce_inst (
        .clock(clk),
        .reset(1'b0),
        .enable(1'b0),
        .button({2'b00, buttons}),
        .out(debounced_buttons)
    );
    coincidence_system coincidence_inst (
        .clk(clk),
        .button_A(debounced_buttons[0]),
        .button_B(debounced_buttons[1]),
        .coincidence_detected(coincidence_detected),
        .enable_A(enable_A),
        .enable_B(enable_B)
    );
    button_counter counter_A (
        .clk(clk),
        .reset(1'b0),
        .button(debounced_buttons[0]),
        .enable(enable_A),
        .digits(digits_A)
    );
    button_counter counter_B (
        .clk(clk),
        .button(debounced_buttons[1]),
        .enable(enable_B),
        .digits(digits_B)
    );
    button_counter counter_C (
        .clk(clk),
        .button(coincidence_detected),  
        .enable(1'b1),                  
        .digits(digits_C)
    );
    tdc_measurement #(.TIMEOUT_CYCLES(660)) tdc (
        .clk(clk),
        .coincidence(coincidence_detected),
        .button_C(debounced_buttons[2]),
        .time_measurement(digits_D)
    );
endmodule
module top_display (
    input clk,              
    input sw_left,          
    input sw_right,         
    input [15:0] digits_A,  
    input [15:0] digits_B,  
    input [15:0] digits_C,  
    input [15:0] digits_D,  
    output [6:0] segments,  
    output [7:0] anodes     
);
    display_mode_selector display_selector (
        .clk(clk),
        .sw_left(sw_left),
        .sw_right(sw_right),
        .digits_A(digits_A),
        .digits_B(digits_B),
        .digits_C(digits_C),
        .digits_D(digits_D),
        .segments(segments),
        .anodes(anodes)
    );
endmodule
==> /design/flow/run.sh <==
#!/bin/bash
# OpenROAD 26Q1-2900-gdf79404cd8, Yosys 0.63+post, stock flow scripts
make -C /OpenROAD-flow-scripts/flow DESIGN_CONFIG=/design/flow/config.mk WORK_HOME=/design/flow/orfs finish
==> /design/flow/config.mk <==
export PLATFORM = sky130hd
export DESIGN_NAME = top
export DESIGN_NICKNAME = top
export VERILOG_FILES = /design/flow/design.v
export SDC_FILE = /design/flow/constraint.sdc
export NUM_CORES = 4
export LEC_CHECK = 1
export CORE_UTILIZATION = 30
==> /design/flow/constraint.sdc <==
current_design top

set clk_period 23.3
set clk_io_pct 0.2

create_clock -name clk0 -period $clk_period [get_ports {clk}]

set non_clock_inputs [all_inputs -no_clocks]
set_input_delay [expr $clk_period * $clk_io_pct] -clock clk0 $non_clock_inputs
set_output_delay [expr $clk_period * $clk_io_pct] -clock clk0 [all_outputs]
==> run notes <==
fresh numbers from the pnr run: dominant register cell=dfxtp_1, Placer Congestion=0.874, WL/cell=11.5 um, Synth Area per Inst=8.46 um2, tool warnings=60, buffers added on ports=20, fill cell count=4,231, largest net degree at the start of global routing=28, I/O Pins=21, # diodes=0, status=finished clean, CP Capture Type=primary output, first-pass GRT wire length=43,000 um, worst-margin pin slew=0.905 ns, Final Skew=0.00830 ns, TritonCTS clock tree=yes, arrival time at the worst endpoint=6.83 ns, register pins left without a clock=18, drt total wl=23,900 um, design area=14,200 um2, vias in the first global route=9,499, post-route ant nets=0, post-cts repair resize count=0, via count of the routed design=10,600, Max-cap violations=0, Hold Buf Count CTS=0, endpoints left unconstrained=18, Req. time, crit path=18.64 ns, Slowest cell on crit path=clkdlybuf4s50_1, area delta synth->final=9.78%, Synth async-reset ratio=0%, cell area after synthesis=12,900 um2, Post-Synthesis Cells=1,529, H-tree levels=4, Starting DRT DRC Count=705, Root Buffer=clkbuf_16, logic area=8350 um2, FP Util=30.6%, class of the worst hold path=reg -> reg, Critical Path Start Type=primary input, Die Y-Extent=210 um, Max stage delay on crit path=0.79 ns, Final Hold Violation Tally=0, crit path kind=in -> out, Inserted Clock Buffers=17, Die Size=43,900 um2, max frequency=87.0 MHz, HPWL after DPL=17,500 um, CTS clk-pin slew, worst paths=0.07 ns, number of cells in Yosys stat=1,529, EDFF count, synth=37, Distinct cells, synth=125, Tcrit/Tclk final=49.3%, Synthesized registers=181, Global Route Usage Sum=11.2%, Insertion Delay late pin=0.43 ns, share of cells above drive strength 1=8.94%, GR Overflow Total=0, Crit Path Max Fanout=14, crit-path cells=clkdlybuf4s50_1, mux2i_1, nor2_1, a21oi_1, nor2_1, nand2_1, clkdlybuf4s50_1, Vias/cell=5.11, post-synth area from yosys stat=12,900 um2, post-CTS setup buffers=0, Row Count=75, Final Max Tran Viols=0, Rel. slew slack=39.2%, WHS=0.346 ns, Die W=210 um, Final TNS setup=0 ns, total core area=42,200 um2, RSZ-0062 raised after global routing=no, number of antenna violations at the first check in global routing=0, # DRC=0, area taken by flip-flops and latches=3950 um2, First-pass DRT Iterations=5, synth warn=15, Post-DP Area=13,600 um2, Max Root-Sink Buffers=2, shortest period the worst path allows=11.49 ns, final setup vio count=0
worst paths after layout:
| path | to | startpoint | cells after the start | slack [ns] |
|---|---|---|---|---|
| setup / recovery | anodes[5] | sw_right | 7 | 11.81 |
| hold / removal | flop | flop | 0 | 0.35 |
| setup reg to reg | flop | flop | 13 | 19.67 |
| hold reg to reg | flop | flop | 0 | 0.35 |
placed cells by master, fill, tap and decap left out, types with 31 or more instances in the layout:
cell / n
a21oi_1: 87
and2_1: 37
and3_1: 31
dfxtp_1: 135
edfxtp_1: 37
ha_1: 79
inv_1: 93
nand2_1: 110
nand2b_1: 31
nand3_1: 67
nor2_1: 124
nor2b_1: 32
o21ai_0: 80
xnor2_1: 44
per-stage QoR:
step	setup slack [ns]	utilization [%]	cells
3_3_place_gp	11.91	32.2	2039
2_1_floorplan	13.05	-	1529
3_5_place_dp	11.83	32.2	2039
5_1_grt	11.63	33.6	2071
4_1_cts	11.83	33.6	2071
6_report	11.81	33.6	2071
logic make-up after synthesis:
family	share of synthesized area (%)
AND-OR/OR-AND	23.9
XOR/XNOR	6.20
adder cells (fa/ha/maj)	7.64
buffers and inverters	4.86
flip-flops	29.5
latches	1.05
multiplexers	3.84
AND/OR/NAND/NOR	23.0
cell usage after synthesis (all sizes together), types with 15 or more instances:
| cell type | instances | area (um2) |
|---|---|---|
| a211oi | 24 | 203 |
| a21oi | 89 | 453 |
| a31oi | 23 | 150 |
| and2 | 40 | 258 |
| and3 | 32 | 205 |
| clkbuf | 45 | 169 |
| dfxtp | 135 | 2700 |
| edfxtp | 37 | 1110 |
| ha | 79 | 988 |
| inv | 98 | 368 |
| mux2 | 17 | 203 |
| mux2i | 27 | 294 |
| nand2 | 113 | 437 |
| nand2b | 31 | 194 |
| nand3 | 67 | 335 |
| nor2 | 127 | 484 |
| nor2b | 32 | 200 |
| nor3 | 34 | 213 |
| nor4 | 20 | 125 |
| o211ai | 15 | 128 |
| o21ai | 88 | 444 |
| o22ai | 17 | 113 |
| o31ai | 22 | 208 |
| or3 | 20 | 125 |
| xnor2 | 53 | 554 |
| xor2 | 24 | 225 |
layout make-up:
cell class / count / share of cell area [%]
clock buffers: 17 / 3.00
clock inverters: 15 / 1.08
inverters: 101 / 2.67
multi-input cells: 1190 / 58.8
flip-flops and latches: 181 / 27.8
well taps: 539 / 4.75
repair buffers: 28 / 1.83
metal layers:
metal,track usage (%),routed length [um],up-vias
li1,-,-,5615
met1,18.0,12800,4822
met2,17.3,10300,125
met3,0.978,544,18
met4,1.18,243,0
met5,0,0,-
worst max-delay path: cells and delay by family:
kind,cells,cell delay [ns]
buffers and inverters,2,1.25
muxes,1,0.25
and+or+nand+nor,3,0.24
AOI/OAI and AO/OA,1,0.42
